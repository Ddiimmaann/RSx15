File: flow/constraint.sdc
current_design crc8

set clk_period 2.1
set clk_io_pct 0.2

create_clock -name clk0 -period $clk_period [get_ports {clk}]

set non_clock_inputs [all_inputs -no_clocks]
set_input_delay [expr $clk_period * $clk_io_pct] -clock clk0 $non_clock_inputs
set_output_delay [expr $clk_period * $clk_io_pct] -clock clk0 [all_outputs]
File: flow/config.mk
export PLATFORM = sky130hd
export DESIGN_NAME = crc8
export DESIGN_NICKNAME = crc8
export VERILOG_FILES = /design/flow/design.v
export SDC_FILE = /design/flow/constraint.sdc
export NUM_CORES = 4
export LEC_CHECK = 1
export CORE_AREA = 10 10 103 103
export DIE_AREA = 0 0 113 113
File: flow/design.v
`timescale 1ns / 1ps
module crc8(
	input clk,
	input ce,
	input rst,
	input xin,
	output reg [7:0] crc = 8'hFF
	);
	reg [7:0] xin_buf = 0;  
	reg [2:0] cnt_bit_xin = 0;  
	reg busy_crc = 0;  
	reg [2:0] cnt_bit_crcin = 7;  
	always @ (posedge clk) begin
		xin_buf <= ce ? {xin, xin_buf[7:1]} : xin_buf;
		cnt_bit_xin <= rst ? 0 : ce ? cnt_bit_xin + 1 : cnt_bit_xin;
		busy_crc <= (cnt_bit_crcin == 0) ? 0 : (ce & (cnt_bit_xin == 7)) ? 1 : busy_crc;
		cnt_bit_crcin <= busy_crc ? cnt_bit_crcin - 1 : cnt_bit_crcin;
	end
	wire xin_crc;
	assign xin_crc = xin_buf[cnt_bit_crcin];
	always @ (posedge clk)
		if (rst)
			crc <= 8'hFF;
		else if (busy_crc) begin
			crc[7] <= crc[6];
			crc[6] <= crc[5];
			crc[5] <= crc[4] ^ crc[7] ^ xin_crc;
			crc[4] <= crc[3] ^ crc[7] ^ xin_crc;
			crc[3] <= crc[2];
			crc[2] <= crc[1];
			crc[1] <= crc[0];
			crc[0] <= crc[7] ^ xin_crc;
		end
endmodule
File: flow/run.sh
#!/bin/bash
# OpenROAD 26Q1-2900-gdf79404cd8, Yosys 0.63+post, stock flow scripts
make -C /OpenROAD-flow-scripts/flow DESIGN_CONFIG=/design/flow/config.mk WORK_HOME=/design/flow/orfs finish
==> results.tsv <==
metric	value	unit
hold_viol	0	
status	finished clean	
cp_max_fo	7	
critPathMaxStageDelay	0.62	ns
tightest_slew	0.535	ns
worstHoldStart	xin_buf[5]	
cts_setup_buffers	0	
syn_avg_cell_area	12.5	sq um
die_area	0.0128	sq mm
cts_buffer_depth	2	
max_slew_margin	64.2	%
netlist.area_leader.share	34.3	%
tool_warnings	26	
tns	0	ns
antenna_found_initial	0	
pin_count	12	
clkTransAtPathRegs	0.08	ns
cts_sinks	23	
clock_latency	0.26	ns
clock.fmax	590	MHz
period_used_share	80.7	%
grt_max_degree	14	
avgRoutedWirePerCell	8.48	um
ant_nets	0	
worstSetupStartpointType	flip-flop	
cp_top_family	multiplexers	
maxSlewViolCount	0	
coreArea	0.00830	sq mm
rsz0062_at_grt	no	
fp_util	11.6	%
worstPathCellList	mux4_1 > mux2i_4 > xor2_1 > a31oi_1	
dieHeight	113	um
timing.rr.start	cnt_bit_crcin[0]	
cpMaxStageDelayCell	mux4_1	
ys.flops	23	
drc	0	
crit_arrival	1.84	ns
netlist_area	962	sq um
final_area	0.00125	sq mm
finClkSkew	0.00162	ns
grt.total_usage	2.60	%
grt_pass1_vias	584	
cp.required	2.25	ns
ys_chip_area	962	sq um
synth_cells	77	
die_w	113	um
ys_cells	77	
route.vias.total	606	
areaGrowthSynthToFinish	30.3	%
grt_overflow	0	
gp_congestion	0.765	
cts_resized	0	
wl	1.67	mm
root_buffer	clkbuf_8	
hpwl	1.27	mm
hold_class	flip-flop to flip-flop	
layout_top_cells	12 x dfxtp_1, 11 x edfxtp_1, 11 x clkdlybuf4s50_1, 8 x inv_1, 7 x nor2_1	
area_leaders	edfxtp_1 34%, dfxtp_1 25%, mux2i_1 6.2%	
path_buffers	0	
ctsHoldBuffers	0	
setup_viol	0	
netlist-cell-type-count	21	
final_common_cell	dfxtp_1	
path_class	flip-flop to flip-flop	
dr.pass1.iters	4	
tritoncts	yes	
ys.warnings.count	1	
grt_pass1_wl	2.86	mm
cts_max_level	1	
power.density	633	mW/mm^2
num_antenna_cells	0	
utilization	15.1	%
drive_above_1_share	8.70	%
max_cap_viol_count	0	
rows	33	
routed_via_density	3.08	
crit_start	cnt_bit_crcin[0]	
p_leak	0.449	nW
crit_path_end_kind	flip-flop	
drtIter0Drc	19	
post_dp_cell_area	0.00121	sq mm
cts_made_buffers	3	
yosys.area.top_type	edfxtp_1	
port_buffers	11	
ys_seq_share	59.3	%
period_minus_slack	1.70	ns
n_fill_cell	916	
ir_worst_vdd	224	uV
## synthesized netlist by cell type, drive strengths merged
cell type,number
mux4,2
nand2b,1
nor3,1
nand2,6
inv,8
o21ai,2
xnor2,1
xor2,2
or3,2
mux2i,7
o2111ai,2
nand3,2
dfxtp,12
a21oi,4
nor2,7
buf,1
o211ai,1
ha,4
edfxtp,11
a31oi,1
## logic make-up (layout without fill, tap and decap cells)
group           Yosys count  after routing  share of synthesized area (%)
compound gates           10             10                           6.37
simple gates             19             19                           8.84
buf+inv                   9             24                           3.51
xor+xnor                  3              3                           2.73
fa+ha+maj                 4              4                           5.20
mux                       9              9                           14.0
flops                    23             23                           59.3
## area by class of cell
class	count	area, sq um	area share, %
clock buffer	3	41.3	3.29
sequential	23	571	45.5
multi-input combinational	45	358	28.5
tap	105	131	10.5
clock inverter	1	5.00	0.399
timing repair buffer	12	118	9.38
inverter	8	30.0	2.40
## power breakdown
| group | internal [mW] | switching (mW) | leakage, nW |
|---|---|---|---|
| combinational | 0.0170 | 0.0171 | 0.221 |
| clock | 0.132 | 0.137 | 0.0255 |
| sequential | 0.484 | 0.00670 | 0.203 |
| total | 0.633 | 0.161 | 0.449 |
## metal layers
metal	share of wire, %	track usage, %	vias to the layer above	wire length (um)
li1	-	-	305	-
met4	1.7	0.677	0	29
met3	4.4	0.801	2	74
met2	45	3.99	6	754
met1	49	3.47	293	812
met5	0	0	-	0
## path summary, 6_finish.rpt
check,endpoint,slack (ns),depth (start not counted)
setup reg to reg,crc[0],0.40,4
setup / recovery,crc[0],0.40,4
hold / removal,xin_buf[4],0.45,0
hold reg to reg,xin_buf[4],0.45,0
## sequential cells by signal, summed over array words and instances, names as in the netlist
signal,cells
crc,8
xin_buf,8
cnt_bit_crcin,3
cnt_bit_xin,3
busy_crc,1
## stage by stage
stage / setup WS, ns / instances / hold slack, ns / power, mW
2_1_floorplan: 0.548 / 77 / 0.417 / 0.518
3_3_place_gp: 0.406 / 193 / 0.424 / 0.535
3_5_place_dp: 0.405 / 193 / 0.427 / 0.536
4_1_cts: 0.393 / 197 / 0.446 / 0.803
5_1_grt: 0.288 / 197 / 0.462 / 0.825
6_report: 0.404 / 197 / 0.445 / 0.794
## worst reg2reg max path: stages (launching register included)
cell and delay, ns:
edfxtp_1 0.41, mux4_1 0.62, mux2i_4 0.27, xor2_1 0.19
a31oi_1 0.09
Power and IR drop assume default switching activity.
