`flow/run.sh`:
```
#!/bin/bash
# OpenROAD 26Q1-2900-gdf79404cd8, Yosys 0.63+post, stock flow scripts
make -C /OpenROAD-flow-scripts/flow DESIGN_CONFIG=/design/flow/config.mk WORK_HOME=/design/flow/orfs finish
```
`flow/config.mk`:
```
export PLATFORM = sky130hd
export DESIGN_NAME = UART
export DESIGN_NICKNAME = UART
export VERILOG_FILES = /design/flow/design.v
export SDC_FILE = /design/flow/constraint.sdc
export NUM_CORES = 4
export LEC_CHECK = 1
export CORE_AREA = 10 10 104 104
export DIE_AREA = 0 0 114 114
```
`flow/constraint.sdc`:
```
current_design UART

set clk_period 1.8
set clk_io_pct 0.2

create_clock -name clk0 -period $clk_period [get_ports {clk}]

set non_clock_inputs [all_inputs -no_clocks]
set_input_delay [expr $clk_period * $clk_io_pct] -clock clk0 $non_clock_inputs
set_output_delay [expr $clk_period * $clk_io_pct] -clock clk0 [all_outputs]
```
`flow/design.v`:
```
`timescale 1ns / 1ps
module UART(
   input clk,
	input rx,  
	output [7:0] r_byte,
	output reg received = 0,
	output reg tx = 1,  
	input [7:0] t_byte,
	input transmit,
	output reg transmited = 0,
	output r_bit,  
	output r_bit_re,
	output t_bit,  
	output t_bit_re
   );
	parameter BCYC = 8;  
	parameter BCYC2 = 4;  
	reg [(BCYC2 - 1):0] cnt_r = 0;  
	reg [3:0] bit_cnt_r = 0;  
	reg busy_r = 0;  
	reg rx_t = 0;  
	reg [9:0] r_buf = 0;  
	wire start;  
	wire bit_r_time;  
	assign start = !rx & rx_t & !busy_r;
	assign bit_r_time = (cnt_r == (BCYC - 1));
	assign r_byte = r_buf[8:1];
	assign r_bit = rx_t;
	assign r_bit_re = bit_r_time & ~(bit_cnt_r == 9) & ~(bit_cnt_r == 0);
	always @ (posedge clk) begin
		rx_t <= rx;
		busy_r <= (bit_cnt_r == 10) ? 0 : start ? 1 : busy_r;
		cnt_r <= busy_r ? (cnt_r < (BCYC - 1)) ? cnt_r + 1 : 0 : (BCYC / 2);
		bit_cnt_r <= busy_r ? bit_r_time ? bit_cnt_r + 1 : bit_cnt_r : 0;
		r_buf <= bit_r_time ? {rx_t, r_buf[9:1]} : r_buf;
		received <= (bit_r_time & (r_buf[1] == 0) & (rx_t == 1)) & (bit_cnt_r == 9);
	end
	reg [(BCYC2 - 1):0] cnt_t = 0;  
	reg [3:0] bit_cnt_t = 0;  
	reg busy_t = 0;  
	reg [9:0] t_buf = 0;  
	reg bit_w_time_t = 0;   
	wire bit_w_time;  
	assign bit_w_time = (cnt_t == (BCYC - 1));
	assign t_bit = t_buf[1];
	assign t_bit_re = bit_w_time & ~bit_cnt_t[3];
	always @ (posedge clk) begin
		t_buf <= (transmit & !busy_t) ? {1'b1, t_byte, 1'b0} : bit_w_time ? (t_buf >> 1) : t_buf;
		busy_t <= (bit_cnt_t == 10) ? 0 : transmit ? 1 : busy_t;
		cnt_t <= busy_t ? (cnt_t < (BCYC - 1)) ? cnt_t + 1 : 0 : 3;
		bit_cnt_t <= busy_t ? bit_w_time ? bit_cnt_t + 1 : bit_cnt_t : 0;
		bit_w_time_t <= bit_w_time;
		tx <= busy_t ? bit_w_time ? t_buf[0] : tx : 1;
		transmited <= bit_w_time_t & (bit_cnt_t == 10);
	end
endmodule
```
==> Flow_metrics.wiki <==
== Flow metrics ==
{| class="wikitable"
! Metric !! Value
|-
| RSZ-0062 raised after global routing || false
|-
| Proportion of power drawn by the clock network || between 20% and 30%
|-
| Category of the most critical setup path || reg -> out
|-
| CTS tree || done
|-
| Antenna violations before repair || 0
|-
| Clock Tree Buf Depth || 2
|-
| Async SR Flop Fraction || 0%
|-
| Library cell used as clock root buffer || sky130_fd_sc_hd__clkbuf_8
|-
| Count of standard-cell rows || 34
|-
| Sum of negative setup slack || 0 ns
|-
| Fraction of power spent switching nets || a little under a third
|-
| Post-CTS Hold Fix Bufs || 0
|-
| Fp_density || 19.6%
|-
| Total cells reported by yosys after synthesis || roughly 160
|-
| Distinct cells, synth || 33
|-
| Static leakage || about 0.88 nW
|-
| Portion of synthesized cell area occupied by the leading cell type || ~30%
|-
| Highest net fanout along the worst path || 3
|-
| Pin count of the biggest net entering global routing || 15
|-
| Global-route wire length before repair || between 5 and 6 mm
|-
| Non-filler instance count after layout || 297
|-
| Core ar. || 0.00868 mm2
|-
| WL per Instance || around 10 um
|-
| Element type at the critical path end || output pin
|-
| Internal portion of total power || about 2.3 mW
|-
| Maximum frequency from static timing analysis || roughly 0.58 GHz
|-
| Chip Area || approximately 0.013 mm2
|-
| Total count of hold-check failures in the final report || 0
|-
| Synth area leader || sky130_fd_sc_hd__edfxtp_1
|-
| Die X || roughly 110 um
|-
| Logic cell area || just under 600 um2
|-
| Portion of the post-synthesis area used by sequential elements || about three fifths
|-
| Number of I/O pins || 26
|-
| Status || finished, final reports clean
|-
| Fraction of layout instances using a drive strength above 1 || 13.2%
|-
| Max Cap Viol || 0
|-
| Worst slew margin relative to its limit || roughly three quarters
|-
| Class of the tightest hold or removal check || reg -> reg
|-
| Router iterations before antenna repair || 4
|-
| Count of fill cells added during filler insertion || 917
|-
| Number of antenna diodes || 0
|-
| Data arrival time of the critical path || ~1.4 ns
|-
| Vias after detailed routing || between 1000 and 1500
|-
| Proportion of power drawn by flip-flops and latches || between 40% and 50%
|-
| Sinks on Clock Net || ~42
|-
| Cells taking the most area after synthesis || sky130_fd_sc_hd__edfxtp_1 30%, sky130_fd_sc_hd__dfxtp_1 29%, sky130_fd_sc_hd__nand2_1 6.8%
|-
| Clock-pin slew on the worst setup and hold paths || approximately 0.070 ns
|-
| Clock latency reported for the late side of the worst-skew pair || approximately 0.28 ns
|-
| Placer congestion estimate || a little under 0.8
|-
| Worst Skew || approximately 0.004 ns
|-
| Maximum vdd ir drop || slightly below 0.0005 V
|-
| Total of warnings raised by yosys || 1
|-
| Post-route DRC violation count || 0
|-
| Detailed Route Iter0 Violations || 71
|-
| Setup crit start kind || flip-flop
|-
| Crit path required time || between 1 and 1.5 ns
|-
| Die extent in y || ~110 um
|-
| GRT Residual Overflow || 0
|-
| Placed wire-length estimate after detailed placement || roughly 2.2 mm
|-
| Setup ws final || between 0.07 and 0.08 ns
|-
| Synth Area per Inst || between 10 and 15 um2
|-
| Pins over their slew limit || 0
|-
| Worst Max-Slew Pin Slew || around 0.38 ns
|-
| Post-Route WL || ~3 mm
|-
| Count of flip-flops with a built-in enable after synthesis || 17
|-
| Vias in the first global route || ~1100
|-
| Number of nets still failing antenna checks after routing || 0
|-
| Sequential cell area || about 0.0010 mm2
|-
| Via-per-instance ratio || 3.86
|-
| Total clock buffers created by CTS || 5
|-
| Pre-CTS setup slack || -0.0262 ns
|-
| OpenROAD warning count || 29
|-
| Placed Instances || ~290
|-
| Power dissipated by switching net loads || 0.997 mW
|-
| Post-layout minimum cycle time || about 1.7 ns
|-
| Number of port buffers || 25
|-
| All-Layer GR Usage || under 10%
|-
| Mapped Area || 0.00170 mm2
|-
| Areal power density over the cells || 1520 mW/mm2
|-
| Summed standard-cell area reported by yosys || 0.00170 mm2
|-
| Tcrit/Tclk final || 95.8%
|-
| Registers, synthesis || approximately 42
|-
| Area growth, synth to finish || 28.5%
|-
| Final setup violation count || 0
|-
| Cell count after synthesis || approximately 160
|-
| Clock H-tree levels || 2
|-
| Most used DFF post-synth || sky130_fd_sc_hd__dfxtp_1
|-
| Combinational share of power || a little over 30%
|}
==> power by group through the flow <==
stage     clock (mW)  sequential, mW  combinational, mW
6_report       0.717            1.59               1.01
4_1_cts        0.739            1.59               1.03
5_1_grt        0.771            1.63               1.17
==> timing repair <==
action | 4_1_cts | 5_1_grt
setup buffers | 0 | 0
setup endpoints to repair | 2 | 1
gates resized | 10 | 3
pin swaps | 2 | 1
==> per-layer routing <==
metal  global-route usage, %  wire length, um  vias up
met3                    1.59              185        5
met5                       0                0        -
met1                    5.95             1390      531
met2                    6.99             1360       21
li1                        -                -      588
met4                    1.17               89        0
==> registers in the layout, indices dropped and copies added, names as in the netlist, 4 cells and up <==
name / cells
bit_cnt_t: 4
cnt_t: 4
r_buf: 9
t_buf: 10
bit_cnt_r: 4
cnt_r: 4
==> synthesized netlist by cell type (all sizes together) (2+ instances only) <==
cell type and n:
nand2 31, or3 3, nand2b 2, ha 8, nor2 4, nor2b 3
o21ai 4, buf 10, nor3b 2, edfxtp 17, dfxtp 25, a21oi 7
clkbuf 2, inv 10, nand3b 2, nand3 12, xnor2 4, and2 2
==> layout by cell type, fill, tap and decap left out, types with 2 or more instances in the layout <==
master                            synthesis  layout
sky130_fd_sc_hd__nand2_1                 31      31
sky130_fd_sc_hd__clkdlybuf4s50_1          0      23
sky130_fd_sc_hd__dfxtp_1                 25      21
sky130_fd_sc_hd__edfxtp_1                17      17
sky130_fd_sc_hd__nand3_1                 12      12
sky130_fd_sc_hd__inv_1                   10       9
sky130_fd_sc_hd__buf_4                    8       8
sky130_fd_sc_hd__a21oi_1                  7       6
sky130_fd_sc_hd__ha_1                     8       6
sky130_fd_sc_hd__clkbuf_8                 0       5
sky130_fd_sc_hd__nor2_1                   4       4
sky130_fd_sc_hd__xnor2_1                  4       4
sky130_fd_sc_hd__o21ai_0                  4       4
sky130_fd_sc_hd__dfxtp_2                  0       4
sky130_fd_sc_hd__nor2b_1                  3       3
sky130_fd_sc_hd__or3_1                    3       3
sky130_fd_sc_hd__nand2b_1                 2       2
sky130_fd_sc_hd__nor3b_1                  2       2
sky130_fd_sc_hd__and2_1                   2       2
sky130_fd_sc_hd__clkbuf_1                 2       2
==> per-stage QoR <==
stage	utilization, %	hold WS (ns)	power (mW)	instance area (um2)
5_1_grt	25.2	0.434	3.58	2190
2_1_floorplan	-	0.388	2.23	1700
3_3_place_gp	23.8	0.408	2.56	2060
4_1_cts	25.2	0.428	3.36	2190
6_report	25.2	0.425	3.32	2190
3_5_place_dp	23.8	0.410	2.59	2060
==> logic make-up (layout without fill, tap and decap cells) <==
logic type      count (synthesis)  in the layout  synth area share, %
compound gates                 16             16                 5.44
fa+ha+maj                       8              8                 5.88
flops                          42             42                 59.4
simple gates                   66             66                 18.8
xor+xnor                        4              4                 2.06
mux                             2              2                 1.25
buf+inv                        22             51                 7.13
==> area by class of cell <==
type                    count  area share [%]
clock buffers               7            3.49
clock inverters             1            1.37
inverters                  10            1.72
multi-input cells          96            26.9
flip-flops and latches     42            46.5
well taps                 108            6.18
repair buffers             33            13.9
==> final timing paths <==
| check | cells after the start | end | startpoint | slack [ns] |
|---|---|---|---|---|
| setup / recovery | 5 | r_bit_re | bit_cnt_r[0] | 0.08 |
| hold / removal | 0 | r_buf[8] | r_buf[9] | 0.42 |
| setup reg to reg | 6 | bit_cnt_t[1] | cnt_t[0] | 0.34 |
| hold reg to reg | 0 | r_buf[8] | r_buf[9] | 0.42 |
==> worst max-delay path: stages (launching register included) <==
cell                       delay [ns]
sky130_fd_sc_hd__dfxtp_2         0.35
sky130_fd_sc_hd__inv_2           0.04
sky130_fd_sc_hd__ha_1            0.18
sky130_fd_sc_hd__mux2_2          0.27
sky130_fd_sc_hd__a21oi_2         0.13
sky130_fd_sc_hd__clkbuf_2        0.11
Power figures rest on the tool's default switching activity, not on a simulated workload.
