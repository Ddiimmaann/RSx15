--- run.sh ---
#!/bin/bash
# OpenROAD 26Q1-2900-gdf79404cd8, Yosys 0.63+post, stock flow scripts
make -C /OpenROAD-flow-scripts/flow DESIGN_CONFIG=/design/flow/config.mk WORK_HOME=/design/flow/orfs finish
--- config.mk ---
export PLATFORM = sky130hd
export DESIGN_NAME = timeout
export DESIGN_NICKNAME = timeout
export VERILOG_FILES = /design/flow/design.v
export SDC_FILE = /design/flow/constraint.sdc
export NUM_CORES = 4
export LEC_CHECK = 1
export CORE_AREA = 10 10 70 70
export DIE_AREA = 0 0 80 80
--- constraint.sdc ---
current_design timeout

set clk_period 2.2
set clk_io_pct 0.2

create_clock -name clk0 -period $clk_period [get_ports {clk}]

set non_clock_inputs [all_inputs -no_clocks]
set_input_delay [expr $clk_period * $clk_io_pct] -clock clk0 $non_clock_inputs
set_output_delay [expr $clk_period * $clk_io_pct] -clock clk0 [all_outputs]
--- design.v ---
`timescale 1ns / 1ps
module timeout(
	input clk,
	input received,
	output reg busy = 0,  
	output timeout
	);
	parameter TOCNTSIZE = 7;  
	reg [(TOCNTSIZE - 1):0] cnt_busy = 0;  
	assign timeout = (cnt_busy == {TOCNTSIZE{1'b1}});
	always @ (posedge clk) begin
		busy <= received ? 1 : timeout ? 0 : busy;
		cnt_busy <= (received | !busy) ? 0 : cnt_busy + 1;
	end
endmodule
==> run notes <==
flow finished, numbers: DP HPWL 415 µm, worst slew pin tran 0.227 ns, Yosys warnings 1, Longest Clk Path Bufs 2, crit path DAT 1.69 ns, initial antenna violation count 0, Total Power 276 µW, cell total in the yosys stat output 33, Syn Inst Count 33, Mapped Area 320 µm², clk sink count 8, crit-path max cell delay 0.46 ns, ys flops 8, f_max 470 MHz, post-CTS setup buffers 0, Die W 80 µm, DR iter-0 viols 8, Setup Skew 0.00108 ns, kind of critical path reg -> out, FILL cells 394, CTS tree built, Final min period 2.13 ns, final WL 557 µm, Leak 0.161 nW, I/O Buffers 3, Post-Syn Area per Cell 9.71 µm², final hold vios 0, CTS Buf Count 3, crit end category output pin, chip area line of the yosys report 320 µm², status complete, no violations, gr usage total 1.91%, Setup TNS Final 0 ns, top-level port count 4, vias in the first global route 219, chip area 0.00640 mm², tool warnings 25, DRT Pass-1 Iters 2, core area 0.00342 mm², Worst-path clk slew 0.05 ns, post-route clock period utilization 96.6%, Area Growth Syn to Fin 35.9%, fp_density 9.38%, Worst EP required 1.76 ns, Root Driver clkbuf_4, worst path buffer plus inverter count 1, Final Max Slew Viols 0, Clk Latency, worst-skew pair 0.25 ns, drt drc 0, Overflow after GRT 0, layout cells sized above 1 23.1%, crit path max fanout 3, via density per instance 2.58, critical path's top delay family buffers and inverters, drt wl/cell 6.55 µm, largest net degree at the start of global routing 7, first-pass GRT wire length 952 µm, ANT cells 0, Slew headroom 84.8%, count of final setup violators 0, Die Ht 80 µm, routability congestion estimate 0.701, hold crit path type reg -> reg, FP Rows 21, CP max-delay cell clkdlybuf4s50_1, Synth cell types 20, Power Density 634 mW/mm², CP Cell Sequence ha_2 -> and4_4 -> and3_2 -> clkdlybuf4s50_1, Post-synth seq share 50.0%, CP startpoint kind register, Vias 219, post-route antenna net violation count 0, unrepaired setup endpoints after global routing false, max_cap viols 0, H-tree levels 1, VDD IR max 0.0918 mV
-- path summary, 6_finish.rpt --
| path | from | to | slack, ns | depth (start not counted) |
|---|---|---|---|---|
| max | cnt_busy[1] | timeout | 0.07 | 4 |
| min | cnt_busy[0] | cnt_busy[0] | 0.43 | 1 |
| max reg2reg | cnt_busy[1] | busy | 1.05 | 4 |
| min reg2reg | cnt_busy[0] | cnt_busy[0] | 0.43 | 1 |
-- sequential cells by signal, indices dropped and copies added, names as in the netlist --
name / cells
cnt_busy: 7
busy: 1
-- what timing repair did --
action / CTS / global route
gates resized: 1 / 2
setup endpoints to repair: 1 / 1
hold buffers: 0 / 0
pin swaps: 0 / 0
-- stage by stage --
step                cells  utilization [%]  hold slack (ns)  setup slack [ns]  area (µm²)
finish                 85             12.7            0.432            0.0742         435
global route           85             12.7            0.445           0.00894         435
CTS                    85             12.7            0.482            0.0133         433
detailed placement     82             11.9            0.461             0.273         408
global placement       82             11.9            0.441             0.288         408
floorplan              33                -            0.429             0.813         320
-- cells by family after synthesis --
family                   synth area share [%]
buffers and inverters                    2.34
flip-flops                               50.0
AND-OR/OR-AND                            8.59
adder cells (fa/ha/maj)                  3.91
AND/OR/NAND/NOR                          27.0
XOR/XNOR                                 8.20
-- cells in the final DEF (no fill, tap or decap), types with 2 or more instances in the layout --
| cell | instances |
|---|---|
| nor2_1 | 4 |
| nand2_1 | 2 |
| xor2_1 | 2 |
| clkbuf_4 | 3 |
| clkdlybuf4s50_1 | 3 |
| dfxtp_1 | 7 |
| inv_1 | 2 |
-- where the power goes --
part / switching, mW / internal [mW] / total, mW / leakage [nW]
clock: 0.0464 / 0.0622 / 0.109 / 0.0138
sequential: 0.00436 / 0.150 / 0.154 / 0.0653
combinational: 0.00583 / 0.00713 / 0.0130 / 0.0821
total: 0.0566 / 0.219 / 0.276 / 0.161
-- worst reg2reg max path: cells and delay by family, from the launching register on --
kind                       cells  cell delay [ns]
and+or+nand+nor                2             0.42
DFF                            1             0.34
adders and majority gates      1             0.22
AOI/OAI and AO/OA              1             0.05
-- synthesized netlist by cell type --
master    instances  area share, %
nor2b_1           1            2.0
nand4_1           1            2.0
dfxtp_1           8             50
o21ai_0           1            1.6
xor2_1            2            5.5
and2_1            1            2.0
a211o_2           1            3.1
inv_1             2            2.3
and3_2            1            2.3
o21bai_1          1            2.3
ha_1              1            3.9
nand3_2           1            3.1
nor2_1            4            4.7
nand3_1           1            1.6
or3_1             1            2.0
and4_2            1            3.1
xnor2_1           1            2.7
nand2_1           2            2.3
nand2b_1          1            2.0
a21oi_1           1            1.6
-- cell type report --
class | count | area [µm²] | share of cell area [%]
clock buffer | 3 | 22.5 | 5.17
inverter | 2 | 7.51 | 1.72
multi-input combinational | 23 | 156 | 35.9
sequential | 8 | 161 | 37.1
tap | 46 | 57.6 | 13.2
timing repair buffer | 3 | 30.0 | 6.90
-- routing by layer --
| metal | share of wire [%] | vias to the layer above | global-route usage (%) |
|---|---|---|---|
| li1 | - | 125 | - |
| met1 | 51 | 89 | 2.36 |
| met2 | 34 | 3 | 2.41 |
| met3 | 12 | 2 | 1.48 |
| met4 | 1.8 | 0 | 0.704 |
| met5 | 0 | - | 0 |
Power is estimated from default activity; no workload was simulated.
